### flow/config.mk
export PLATFORM = sky130hd
export DESIGN_NAME = hweval_modadder
export DESIGN_NICKNAME = hweval_modadder
export VERILOG_FILES = /design/flow/design.v
export SDC_FILE = /design/flow/constraint.sdc
export NUM_CORES = 4
export LEC_CHECK = 1
export CORE_UTILIZATION = 40
### flow/design.v
`timescale 1ns / 1ps
module adder(
  input  wire          clk,
  input  wire          resetn,
  input  wire          start,
  input  wire          subtract,
  input  wire [383:0] in_a,
  input  wire [383:0] in_b,
  output reg  [384:0] result,
  output reg          done    
  );
  wire [383:0] in_b_s;
  wire [384:0] result_w;
  wire done_w;
  assign in_b_s = in_b ^ {384{subtract}};
    pipelined_adder pa (
        .clk    (clk    ),
        .start  (start  ),
        .Cin    (subtract),
        .A      (in_a  ),
        .B      (in_b_s  ),
        .C      (result_w),
        .done   (done_w   )
    );
always @(*) begin
    result[383:0] <= result_w[383:0];
    result[384] <= result_w[384] ^ subtract;
    done <= done_w;
end
endmodule
`timescale 1ns / 1ps
module hweval_modadder (
    input   clk     ,
    input   resetn  ,
    output  data_ok );
    reg           start;
    reg           subtract;
    reg  [380:0] in_a;
    reg  [380:0] in_b;
    reg  [380:0] in_m;
    reg          out_read;
    wire [380:0] result;
    wire          done;
    modadder dut (
        .clk      (clk     ),
        .resetn   (resetn  ),
        .start    (start   ),
        .subtract (subtract),
        .in_a     (in_a    ),
        .in_b     (in_b    ),
        .in_m     (in_m    ),
        .out_read (out_read),
        .result   (result  ),
        .done     (done    ));
    reg [1:0] state;
    always @(posedge(clk)) begin
        if (!resetn) begin
            in_a     <= 381'b1;
            in_b     <= 381'b1;
            in_m     <= 381'h1a0111ea397fe69a4b1ba7b6434bacd764774b84f38512bf6730d2a0f6b0f6241eabfffeb153ffffb9feffffffffaaab;
            subtract <= 1'b0;
            out_read <= 1'b0;
            start    <= 1'b0;           
            state    <= 2'b00;
        end else begin
            if (state == 2'b00) begin
                in_a     <= in_a;
                in_b     <= in_b;
                in_m     <= in_m;
                subtract <= subtract;
                out_read <= out_read;
                start    <= 1'b1;            
                state    <= 2'b01;        
            end else if(state == 2'b01) begin
                in_a     <= in_a;
                in_b     <= in_b;
                in_m     <= in_m;
                subtract <= subtract;
                out_read <= out_read;
                start    <= 1'b0;           
                state    <= done ? 2'b10 : 2'b01;
            end
            else begin
                in_a     <= in_b ^ result[380:0];
                in_b     <= result[380:0];
                in_m     <= result[380:0] ^ 381'h1a0111ea397fe69a4b1ba7b6434bacd764774b84f38512bf6730d2a0f6b0f6241eabfffeb153ffffb9feffffffffaaab;
                subtract <= result[380] & result[379];
                out_read <= ~out_read;
                start    <= 1'b0;
                state    <= 2'b00;
            end
        end
    end    
    assign data_ok = done & result[380] & result[379];
endmodule
`timescale 1ns / 1ps
module modadder(
    input  wire [380:0] in_a,
    input  wire [380:0] in_b,
    input  wire [380:0] in_m,
    input  wire         subtract,
    input  wire         start,
    input  wire         clk,
    input  wire         resetn,
    input  wire         out_read,
    output reg [380:0]  result,
    output reg          done
); 
    localparam S_IDLE   = 2'b00;  
    localparam S_CALC_1 = 2'b01;  
    localparam S_CALC_2 = 2'b10;  
    localparam S_DONE   = 2'b11;  
    reg [1:0] state;
    reg [1:0] next_state;
    wire [384:0] adder_result;
    wire         adder_done;
    wire         adder_cout;
    reg          adder_start;  
    reg [384:0] mux_in_a;
    reg [384:0] mux_in_b;
    reg         mux_subtract;
    reg [381:0] reg_pass1;
    reg         cout_pass1;
    reg         done_buf;
    always @(posedge clk) begin
        done_buf <= adder_done;
    end
    wire [380:0] final_calc_out;
    always @(posedge clk or negedge resetn) begin
        if (!resetn) 
            state <= S_IDLE;
        else 
            state <= next_state;
    end
    always @(*) begin
        next_state = state;
        case (state)
            S_IDLE: begin
                if (start) 
                    next_state = S_CALC_1;
            end
            S_CALC_1: begin
                if (adder_done) 
                    next_state = S_CALC_2;
            end
            S_CALC_2: begin
                if (adder_done) 
                    next_state = S_DONE;
            end
            S_DONE: begin
                if (out_read) 
                    next_state = S_IDLE;
            end
            default: next_state = S_IDLE;
        endcase
    end
    always @(*) begin
        done = (state == S_DONE);
    end
    always @(*) begin
        mux_in_a     = {3'b0, in_a};
        mux_in_b     = {3'b0, in_b};
        mux_subtract = subtract;
        adder_start  = 1'b0;
        case (state)
            S_IDLE: begin
                mux_in_a     = {3'b0, in_a};
                mux_in_b     = {3'b0, in_b};
                mux_subtract = subtract;
                adder_start  = start; 
            end
            S_CALC_1: begin
                mux_in_a     = {3'b0, in_a};
                mux_in_b     = {3'b0, in_b};
                mux_subtract = subtract;
            end
            S_CALC_2: begin
                mux_in_a     = {2'b0, reg_pass1};  
                mux_in_b     = {3'b0, in_m};
                mux_subtract = ~subtract;
                adder_start = done_buf;
            end
        endcase
    end
    adder shared_adder (
        .clk      (clk),
        .resetn   (resetn),
        .start    (adder_start), 
        .subtract (mux_subtract), 
        .in_a     (mux_in_a),
        .in_b     (mux_in_b),
        .result   (adder_result),
        .done     (adder_done)
    );
    assign adder_cout = adder_result[384];
    always @(posedge clk or negedge resetn) begin
        if (!resetn) begin
            reg_pass1  <= 0;
            cout_pass1 <= 0;
            result     <= 0;
        end else begin
            if (state == S_CALC_1 && adder_done) begin
                reg_pass1  <= adder_result[381:0];
                cout_pass1 <= adder_result[384];
            end
            if (state == S_CALC_2 && adder_done) begin
                if (subtract) begin
                    result <= (cout_pass1) ? adder_result[380:0] : reg_pass1[380:0];
                end else begin
                    result <= (adder_cout) ? reg_pass1[380:0] : adder_result[380:0];
                end
            end
        end
    end
endmodule
module pipelined_adder(
    input  wire         clk,
    input  wire         start,
    input  wire         Cin,
    input  wire [383:0] A,
    input  wire [383:0] B,
    output wire [384:0] C,
    output wire         done
    );
    reg [383:0] A_reg, B_reg, out_reg;
    reg         Cin_reg, start_reg, start_buf, start_buf2, done_reg;
    wire cout_adder;
    wire [127:0] adder_out;
    always @ (posedge clk) begin
        if (start) begin 
            A_reg <= A;
            B_reg <= B;
            Cin_reg <= Cin;
        end else begin
            A_reg <= {128'b0, A_reg[383:128]};
            B_reg <= {128'b0, B_reg[383:128]};
            Cin_reg <= cout_adder;
        end
    end
    always @ (posedge clk) begin
        start_reg <= start;
        start_buf <= start_reg;
        start_buf2 <= start_buf;
        done_reg <= start_buf2;
    end
    always @ (posedge clk) begin
        out_reg <= {adder_out, out_reg[383:128]};
    end
    assign {cout_adder, adder_out} = A_reg[127:0] + B_reg[127:0] + Cin_reg;
    assign done = done_reg;
    assign C = {Cin_reg, out_reg};
endmodule
### flow/run.sh
#!/bin/bash
# OpenROAD 26Q1-2900-gdf79404cd8, Yosys 0.63+post, stock flow scripts
make -C /OpenROAD-flow-scripts/flow DESIGN_CONFIG=/design/flow/config.mk WORK_HOME=/design/flow/orfs finish
### flow/constraint.sdc
current_design hweval_modadder

set clk_period 121.5
set clk_io_pct 0.2

create_clock -name clk0 -period $clk_period [get_ports {clk}]

set non_clock_inputs [all_inputs -no_clocks]
set_input_delay [expr $clk_period * $clk_io_pct] -clock clk0 $non_clock_inputs
set_output_delay [expr $clk_period * $clk_io_pct] -clock clk0 [all_outputs]
==> reports/qor.yml <==
status: "finished clean"
rows: 197
crit_chain: "buf_16 > buf_4 > buf_4 > buf_4 > buf_4 > buf_4 > buf_4 > a21boi_0"
worstRegToRegCells: 9
timing.fmax_ghz: 0.0354
layout_top_cells: "2152 x dfxtp_1, 1860 x nand2_1, 992 x mux2i_1, 908 x nor2_1, 847 x xnor2_1"
cts_made_buffers: 310
m1WireLength_mm: 129
powerDensity_nw_per_um2: 15.1
hold_path.class: "flop to flop"
synth_area_per_cell_um2: 10.1
chipWidth_um: 542
cp.required_ns: 122.26
grt_pass1_wl_mm: 435
ctsHoldBuffers: 0
io_buffers: 2
log.warning_count: 38
ff2ff_setup_slack_ns: 115.79
setup_tns_ns: 0
power.leakage_nw: 51.9
syn_area_um2: 116000
r2r_end: "dut.shared_adder.pa.B_reg[36]"
ys_seq_share_pct: 53.5
clock_sinks: 2920
rsz0062_at_grt: "false"
placed_area_um2: 120000
grt.total_usage_pct: 19.1
cp_slowest_cell: "buf_4"
ir_drop_uv: 12.0
routedWlPerCell_um: 17.6
yosys_area_um2: 116000
arrival_ns: 28.98
fp.dieArea_um2: 293000
end_kind: "flop"
crit_path_frequent_cell: "buf_4"
drc: 0
hold_path_depth: 0
timing.final.ws_setup_ns: 93.28
top_layer: "met5"
critPathMaxStageDelay_ns: 0.73
layout_top_cell: "dfxtp_1"
period_minus_slack_ns: 28.22
ys_warn_count: 6
finalCritPeriodShare_pct: 23.2
globalplace.congestion: 0.929
route.met2.wl_mm: 119
fin_area_um2: 130000
htreeDepth: 5
ys_ff: 2920
clockBufferDepth: 4
drive_gt1_share_pct: 9.24
firstDrtPassIters: 6
root_buffer: "clkbuf_16"
cts_resized: 0
worstSetupPathType: "input port to flop"
coreArea_um2: 289000
drv_cap: 0
min_to: "dut.shared_adder.pa.start_buf"
antenna_found_initial: 8
flop_cell: "dfxtp_1"
hold_start: "dut.shared_adder.pa.start_reg"
critPathMaxFanout: 144
clkTransAtPathRegs_ns: 0.06
worst_clock_skew_ns: 0.0722
wl_met3_mm: 15.7
via_count: 78700
syn_inst: 11600
area_growth_pct: 11.7
post-dp-hpwl_mm: 161
slew_headroom_pct: 37.0
initCoreUtil_pct: 40.3
largest_reg_flops: 384
critPathTopFamily: "buffers and inverters"
hold_violations: 0
cp-start-kind: "input port"
cts_tree: "built"
clock_latency_ns: 0.89
io_pins: 3
drv_slew: 0
worst_pin_slew_ns: 0.938
overflow: 0
grt_max_degree: 161
pre_cts_ws_ns: 92.28
critPathBufInv: 7
setup_viol: 0
async_flop_share_pct: 26.3
postRouteAntennaNets: 0
edf_count: 0
drt_wl_total_mm: 270
die_h_um: 542
yosys.cell_types.count: 79
drt_iter0_drc: 4616
vias_per_cell: 5.13
ys_cells: 11600
post_cts_buffers: 0
grt_pass1_vias: 78400
area by class of cell:
class	count	area (um^2)
Clock buffer	463	9090
Inverter	53	206
Timing Repair Buffer	156	1330
Multi-Input combinational cell	7784	51000
Antenna cell	4	10.0
Clock inverter	103	1250
Sequential cell	2920	62300
Tap cell	3880	4850
Fill cell	25900	159000
per-stage QoR:
step                      instances  utilization [%]  total power (W)  hold slack [ns]
final                         15400             45.0          0.00196            0.309
after global routing          15400             45.0          0.00203            0.326
after global placement        14800             41.4          0.00104            0.313
after detailed placement      14800             41.4          0.00104            0.312
after CTS                     15400             45.0          0.00199            0.300
after floorplan               11600                -          0.00102            0.310
cells in the mapped netlist, types with 380 or more instances:
| master | n | area, um^2 |
|---|---|---|
| nand2_1 | 1861 | 6990 |
| mux2i_1 | 992 | 9930 |
| dfxtp_1 | 2152 | 43100 |
| dfrtp_1 | 767 | 19200 |
| clkbuf_1 | 702 | 2640 |
| a21oi_1 | 761 | 3810 |
| o211a_1 | 380 | 3800 |
| a21boi_0 | 385 | 2890 |
| o21ai_0 | 672 | 3360 |
| xnor2_1 | 848 | 7430 |
| nor2_1 | 909 | 3410 |
| mux2_2 | 382 | 4300 |
where the power goes:
part           switching, W  leakage [nW]  internal [W]
Sequential       0.00000438          28.1      0.000970
Clock              0.000387          5.09      0.000560
Combinational     0.0000296          18.7     0.0000130
Total              0.000421          51.9       0.00154
metal layers:
metal	vias up	GRT usage [%]
li1	38700	-
met4	2	3.86
met3	398	4.58
met2	1369	28.6
met1	38300	29.1
met5	-	0
how the worst max path moves through the flow:
stage	to	slack, ns	depth (start not counted)	startpoint
6_report	in_b[297]	93.28	8	resetn
5_1_grt	in_b[285]	92.66	8	resetn
4_1_cts	in_b[297]	93.22	8	resetn
cells by family after synthesis:
group	count (synthesis)	share of synthesized area, %
mux	1374	12.2
simple gates	2948	9.85
compound gates	2443	13.6
flops	2920	53.5
buf+inv	847	2.74
xor+xnor	890	6.69
fa+ha+maj	129	1.40
Power and IR drop assume default switching activity.
