==> flow/design.v <==
`timescale 1ns / 1ps
module adder(
  input  wire          clk,
  input  wire          resetn,
  input  wire          start,
  input  wire          subtract,
  input  wire [383:0] in_a,
  input  wire [383:0] in_b,
  output reg  [384:0] result,
  output reg          done    
  );
  wire [383:0] in_b_s;
  wire [384:0] result_w;
  wire done_w;
  assign in_b_s = in_b ^ {384{subtract}};
    pipelined_adder pa (
        .clk    (clk    ),
        .start  (start  ),
        .Cin    (subtract),
        .A      (in_a  ),
        .B      (in_b_s  ),
        .C      (result_w),
        .done   (done_w   )
    );
always @(*) begin
    result[383:0] <= result_w[383:0];
    result[384] <= result_w[384] ^ subtract;
    done <= done_w;
end
endmodule
`timescale 1ns / 1ps
module hweval_adder (
    input   clk     ,
    input   resetn  ,
    output  data_ok );
    reg           start;
    reg           subtract;
    reg  [383:0] in_a;
    reg  [383:0] in_b;
    wire [384:0] result;
    wire         done;
    adder dut (
        .clk      (clk     ),
        .resetn   (resetn  ),
        .start    (start   ),
        .subtract (subtract),
        .in_a     (in_a    ),
        .in_b     (in_b    ),
        .result   (result  ),
        .done     (done    ));
    reg [1:0] state;
    always @(posedge(clk)) begin
        if (!resetn) begin
            in_a     <= 384'b1;
            in_b     <= 384'b1;
            subtract <= 1'b0;
            start    <= 1'b0;           
            state    <= 2'b00;
        end else begin
            if (state == 2'b00) begin
                in_a     <= in_a;
                in_b     <= in_b;
                subtract <= subtract;
                start    <= 1'b1;            
                state    <= 2'b01;        
            end else if(state == 2'b01) begin
                in_a     <= in_a;
                in_b     <= in_b;
                subtract <= subtract;
                start    <= 1'b0;           
                state    <= done ? 2'b10 : 2'b01;
            end
            else begin
                in_a     <= in_b ^ result[383:0];
                in_b     <= result[383:0];
                subtract <= result[384] & result[383];
                start    <= 1'b0;
                state    <= 2'b00;
            end
        end
    end    
    assign data_ok = done & result[384] & result[383];
endmodule
module pipelined_adder(
    input  wire         clk,
    input  wire         start,
    input  wire         Cin,
    input  wire [383:0] A,
    input  wire [383:0] B,
    output wire [384:0] C,
    output wire         done
    );
    reg [383:0] A_reg, B_reg, out_reg;
    reg         Cin_reg, start_reg, start_buf, start_buf2, done_reg;
    wire cout_adder;
    wire [127:0] adder_out;
    always @ (posedge clk) begin
        if (start) begin 
            A_reg <= A;
            B_reg <= B;
            Cin_reg <= Cin;
        end else begin
            A_reg <= {128'b0, A_reg[383:128]};
            B_reg <= {128'b0, B_reg[383:128]};
            Cin_reg <= cout_adder;
        end
    end
    always @ (posedge clk) begin
        start_reg <= start;
        start_buf <= start_reg;
        start_buf2 <= start_buf;
        done_reg <= start_buf2;
    end
    always @ (posedge clk) begin
        out_reg <= {adder_out, out_reg[383:128]};
    end
    assign {cout_adder, adder_out} = A_reg[127:0] + B_reg[127:0] + Cin_reg;
    assign done = done_reg;
    assign C = {Cin_reg, out_reg};
endmodule
==> flow/run.sh <==
#!/bin/bash
# OpenROAD 26Q1-2900-gdf79404cd8, Yosys 0.63+post, stock flow scripts
make -C /OpenROAD-flow-scripts/flow DESIGN_CONFIG=/design/flow/config.mk WORK_HOME=/design/flow/orfs finish
==> flow/config.mk <==
export PLATFORM = sky130hd
export DESIGN_NAME = hweval_adder
export DESIGN_NICKNAME = hweval_adder
export VERILOG_FILES = /design/flow/design.v
export SDC_FILE = /design/flow/constraint.sdc
export NUM_CORES = 4
export LEC_CHECK = 1
export CORE_UTILIZATION = 30
==> flow/constraint.sdc <==
current_design hweval_adder

set clk_period 40.8
set clk_io_pct 0.2

create_clock -name clk0 -period $clk_period [get_ports {clk}]

set non_clock_inputs [all_inputs -no_clocks]
set_input_delay [expr $clk_period * $clk_io_pct] -clock clk0 $non_clock_inputs
set_output_delay [expr $clk_period * $clk_io_pct] -clock clk0 [all_outputs]
==> impl_results.html <==
<h2>Synthesis and place &amp; route</h2>
<table>
<tr><th>Metric</th><th>Value</th></tr>
<tr><th colspan="2">Route</th></tr>
<tr><td>Antenna-violating nets left</td><td>0</td></tr>
<tr><td>Final routed DRC violation total</td><td>0</td></tr>
<tr><td>Final routed wirelength across all metal layers</td><td>161000 µm</td></tr>
<tr><td>Via Count</td><td>49.5k</td></tr>
<tr><td>Detailed-route wire length per cell</td><td>15.0 µm</td></tr>
<tr><td>Drt pass-1 iters</td><td>5</td></tr>
<tr><td>DRC violation total after the first TritonRoute iteration</td><td>3097</td></tr>
<tr><td>Via density</td><td>4.60</td></tr>
<tr><th colspan="2">Floorplanning</th></tr>
<tr><td>Rows</td><td>182</td></tr>
<tr><td>Top-level port count</td><td>3</td></tr>
<tr><td>Effective utilization at floorplan</td><td>30.2%</td></tr>
<tr><td>Floorplan core area</td><td>0.246 mm²</td></tr>
<tr><td>Y dimension of the die</td><td>499 µm</td></tr>
<tr><td>Total die area</td><td>0.249 mm²</td></tr>
<tr><td>Width of the die</td><td>499 µm</td></tr>
<tr><th colspan="2">Finish</th></tr>
<tr><td>Layout overhead on the synthesized area</td><td>12.9%</td></tr>
<tr><td>Total non-filler cell area in the finished layout</td><td>0.0838 mm²</td></tr>
<tr><td>Layout cells sized above 1</td><td>9.19%</td></tr>
<tr><td>Non-filler cells, final</td><td>10.8k</td></tr>
<tr><td>Fill cell total of the finished layout</td><td>24.0k</td></tr>
<tr><th colspan="2">Min path</th></tr>
<tr><td>Start point of the worst min-delay path</td><td>dut.pa.start_reg$_DFF_P_</td></tr>
<tr><td>Worst hold path cell count</td><td>0</td></tr>
<tr><td>Classification of the worst-slack hold path</td><td>flop to flop</td></tr>
<tr><td>Worst-case hold path end point</td><td>dut.pa.start_buf$_DFF_P_</td></tr>
<tr><th colspan="2">Clock network</th></tr>
<tr><td>Post-CTS Setup Bufs</td><td>0</td></tr>
<tr><td>Post-cts resize count</td><td>0</td></tr>
<tr><td>Buffer type at the clock tree root</td><td>sky130_fd_sc_hd__clkbuf_16</td></tr>
<tr><td>Clock slew at reported path FFs</td><td>0.06 ns</td></tr>
<tr><td>Total of hold buffers inserted after clock tree synthesis</td><td>0</td></tr>
<tr><td>Clock latency at the later pin of the worst-skew pair</td><td>0.84 ns</td></tr>
<tr><td>TritonCTS clock tree</td><td>yes</td></tr>
<tr><td>Number of H-tree levels</td><td>4</td></tr>
<tr><td>Clock sink count</td><td>1930</td></tr>
<tr><td>Maximum clock path buffer count</td><td>3</td></tr>
<tr><td>CTS Buf Count</td><td>190</td></tr>
<tr><th colspan="2">Critical path</th></tr>
<tr><td>Worst reg2reg setup slack</td><td>35.92 ns</td></tr>
<tr><td>Reg-to-reg critical path startpoint</td><td>dut.pa.Cin_reg$_DFF_P_</td></tr>
<tr><td>Sort of element at the end of the critical path</td><td>flop</td></tr>
<tr><td>CP arrival</td><td>11.43 ns</td></tr>
<tr><td>Maximum fanout along the worst path</td><td>142</td></tr>
<tr><td>Required time of the critical path</td><td>41.50 ns</td></tr>
<tr><td>Kind of start point of the critical path</td><td>primary input</td></tr>
<tr><td>Path depth of the worst reg2reg path</td><td>14</td></tr>
<tr><td>R2r endpoint</td><td>dut.pa.out_reg[356]$_DFF_P_</td></tr>
<tr><td>Worst Setup Path Type</td><td>primary input to flop</td></tr>
<tr><th colspan="2">STA</th></tr>
<tr><td>Setup repair after global routing missed its margin</td><td>no</td></tr>
<tr><td>Highest achievable clock rate</td><td>93.2 MHz</td></tr>
<tr><td>Number of slew-limit violations in the final report</td><td>0</td></tr>
<tr><td>Final worst setup slack</td><td>30.07 ns</td></tr>
<tr><td>Final critical-path required period</td><td>10.73 ns</td></tr>
<tr><td>Final setup violation count</td><td>0</td></tr>
<tr><td>Period utilisation layout</td><td>26.3%</td></tr>
<tr><td>Number of endpoints with negative hold slack in the final report</td><td>0</td></tr>
<tr><td>Worst slew margin relative to its limit</td><td>32.4%</td></tr>
<tr><td>Maximum clock skew at final layout</td><td>0.0584 ns</td></tr>
<tr><td>Total Neg Setup Slack</td><td>0 ns</td></tr>
<tr><td>Pin slew with the least headroom to its limit</td><td>1.01 ns</td></tr>
<tr><th colspan="2">Placed design</th></tr>
<tr><td>Worst slack, placed</td><td>29.26 ns</td></tr>
<tr><td>Estimated wirelength of the detail-placed design</td><td>102000 µm</td></tr>
<tr><td>Number of cells after detailed placement</td><td>10.4k</td></tr>
<tr><td>Post-Place Cell Area</td><td>0.0771 mm²</td></tr>
<tr><td>PortBufs</td><td>2</td></tr>
<tr><td>Gp weighted congestion</td><td>0.940</td></tr>
<tr><th colspan="2">Global route</th></tr>
<tr><td>Congestion Overflow GR</td><td>0</td></tr>
<tr><td>Overall track demand over capacity in global routing</td><td>13.1%</td></tr>
<tr><td>GR Util met3</td><td>2.67%</td></tr>
<tr><td>Pin count of the biggest net entering global routing</td><td>146</td></tr>
<tr><td>Global-route wire length before repair</td><td>260000 µm</td></tr>
<tr><td>Most crowded layer after global routing</td><td>met1</td></tr>
<tr><td>Vias in the first global route</td><td>47.4k</td></tr>
<tr><td>Initial antenna violation count</td><td>5</td></tr>
<tr><td>GR met2 Demand/Resource</td><td>19.4%</td></tr>
<tr><td>Met1 usage in global routing</td><td>19.8%</td></tr>
<tr><th colspan="2">Power</th></tr>
<tr><td>Cell Pwr Density</td><td>57.4 mW/mm²</td></tr>
<tr><td>Static leakage power</td><td>35.2 nW</td></tr>
<tr><td>Peak ir drop on the vdd network</td><td>46.1 µV</td></tr>
<tr><th colspan="2">Logic synthesis</th></tr>
<tr><td>Most frequently used flop master after synthesis</td><td>sky130_fd_sc_hd__dfxtp_1</td></tr>
<tr><td>Distinct cell type count after synthesis</td><td>86</td></tr>
<tr><td>Syn Std Cell Area</td><td>0.0742 mm²</td></tr>
<tr><td>Post-synth tally of flip-flops with integrated enable</td><td>0</td></tr>
<tr><td>Yosys stat chip area</td><td>0.0742 mm²</td></tr>
<tr><td>Post-synthesis cell count</td><td>7575</td></tr>
<tr><td>Post-Synthesis Mean Instance Area</td><td>9.80 µm²</td></tr>
<tr><td>Seq cells post-synth</td><td>1930</td></tr>
<tr><td>Yosys warns</td><td>3</td></tr>
<tr><td>Async set-or-reset flop fraction in the synthesized netlist</td><td>0%</td></tr>
<tr><td>Total cells reported by yosys after synthesis</td><td>7575</td></tr>
<tr><td>Proportion of synthesized chip area in sequential cells</td><td>52.0%</td></tr>
<tr><th colspan="2">Outcome</th></tr>
<tr><td>Result of the run</td><td>finished clean</td></tr>
<tr><th colspan="2">Run</th></tr>
<tr><td>Count of max-cap constraint violations</td><td>0</td></tr>
<tr><td>Number of warning messages in the logs</td><td>38</td></tr>
</table>
[final cells by class]
type	count	area (µm²)	area share, %
repair buffers	80	673	0.803
inverters	37	139	0.166
flip-flops and latches	1930	38600	46.1
clock buffers	269	5480	6.54
well taps	3220	4030	4.81
clock inverters	82	1170	1.40
diodes	3	7.51	0.00896
multi-input cells	5130	33700	40.2
[critical path, cell delays in order]
cell and delay (ns):
sky130_fd_sc_hd__buf_8 0.40, sky130_fd_sc_hd__buf_4 0.67, sky130_fd_sc_hd__buf_4 0.50, sky130_fd_sc_hd__buf_4 0.62, sky130_fd_sc_hd__buf_12 0.53, sky130_fd_sc_hd__a21boi_0 0.26
[synth_stat cells (20+ instances only)]
master	n	share of area, %
sky130_fd_sc_hd__clkbuf_1	426	2.2
sky130_fd_sc_hd__a21boi_0	394	4.0
sky130_fd_sc_hd__o21ai_0	132	0.89
sky130_fd_sc_hd__nand3_1	26	0.18
sky130_fd_sc_hd__ha_1	127	2.1
sky130_fd_sc_hd__buf_1	40	0.20
sky130_fd_sc_hd__xor2_1	179	2.1
sky130_fd_sc_hd__mux2_2	259	3.9
sky130_fd_sc_hd__xnor2_1	702	8.3
sky130_fd_sc_hd__o21a_1	22	0.22
sky130_fd_sc_hd__a21o_1	57	0.58
sky130_fd_sc_hd__nor3_1	32	0.22
sky130_fd_sc_hd__and2_1	265	2.2
sky130_fd_sc_hd__inv_1	37	0.19
sky130_fd_sc_hd__o211a_1	383	5.2
sky130_fd_sc_hd__nand4_1	77	0.65
sky130_fd_sc_hd__dfxtp_1	1930	52
sky130_fd_sc_hd__nand2_1	1336	6.8
sky130_fd_sc_hd__nor2_1	400	2.0
sky130_fd_sc_hd__o21bai_1	34	0.34
sky130_fd_sc_hd__or3_1	20	0.17
sky130_fd_sc_hd__a21oi_1	474	3.2
[logic make-up (layout without fill, tap and decap cells)]
group | Yosys count | after routing | synth area share, %
AND/OR/NAND/NOR | 2244 | 2244 | 13.1
buffers and inverters | 515 | 468 | 2.64
adder cells (fa/ha/maj) | 129 | 129 | 2.19
flip-flops | 1930 | 1930 | 52.0
other | 0 | 3 | 0
multiplexers | 261 | 261 | 3.96
XOR/XNOR | 881 | 881 | 10.4
AND-OR/OR-AND | 1615 | 1615 | 15.7
[metal layers]
metal  vias to the layer above  share of wire (%)
met3                       274                4.9
met5                         -                  0
met2                       780                 43
met1                     23400                 49
met4                         0                3.0
li1                      25100                  -
[metrics by stage]
step,hold slack (ns),util (%),total power (W)
after detailed placement,0.312,31.4,0.00303
after global placement,0.311,31.4,0.00302
after global routing,0.334,34.1,0.00505
final,0.327,34.1,0.00481
after floorplan,0.310,-,0.00285
after CTS,0.328,34.1,0.00487
[placed cells by master, fill, tap and decap left out, types with 8 or more instances in the layout]
| master | n |
|---|---|
| sky130_fd_sc_hd__mux2_2 | 259 |
| sky130_fd_sc_hd__inv_1 | 37 |
| sky130_fd_sc_hd__nor2_1 | 399 |
| sky130_fd_sc_hd__nand2_1 | 1336 |
| sky130_fd_sc_hd__or2_2 | 16 |
| sky130_fd_sc_hd__a21oi_1 | 474 |
| sky130_fd_sc_hd__nand4_1 | 77 |
| sky130_fd_sc_hd__and3_1 | 8 |
| sky130_fd_sc_hd__and2_1 | 265 |
| sky130_fd_sc_hd__nand2b_1 | 12 |
| sky130_fd_sc_hd__o21ai_0 | 132 |
| sky130_fd_sc_hd__o21bai_1 | 34 |
| sky130_fd_sc_hd__o211ai_1 | 12 |
| sky130_fd_sc_hd__a21boi_0 | 394 |
| sky130_fd_sc_hd__clkbuf_16 | 191 |
| sky130_fd_sc_hd__o211a_1 | 383 |
| sky130_fd_sc_hd__ha_1 | 127 |
| sky130_fd_sc_hd__or3_1 | 20 |
| sky130_fd_sc_hd__o21a_1 | 22 |
| sky130_fd_sc_hd__xnor2_1 | 702 |
| sky130_fd_sc_hd__nor4_1 | 11 |
| sky130_fd_sc_hd__nor2b_1 | 10 |
| sky130_fd_sc_hd__bufinv_16 | 18 |
| sky130_fd_sc_hd__clkinv_2 | 34 |
| sky130_fd_sc_hd__buf_4 | 73 |
| sky130_fd_sc_hd__clkbuf_1 | 37 |
| sky130_fd_sc_hd__a211oi_1 | 12 |
| sky130_fd_sc_hd__o31ai_1 | 19 |
| sky130_fd_sc_hd__nand3_1 | 26 |
| sky130_fd_sc_hd__xor2_1 | 179 |
| sky130_fd_sc_hd__a21o_1 | 57 |
| sky130_fd_sc_hd__dfxtp_1 | 1928 |
| sky130_fd_sc_hd__nor3_1 | 32 |
| sky130_fd_sc_hd__clkbuf_8 | 41 |
[where the power goes]
group / switching, W / total, W / internal (W)
clock network: 0.000755 / 0.00182 / 0.00106
registers: 0.000175 / 0.00232 / 0.00215
logic: 0.000359 / 0.000672 / 0.000313
[worst max path at each step]
stage / slack [ns] / cells past startpoint / from / to
6_report: 30.07 / 6 / resetn / in_b[231]$_SDFFE_PN0P_
5_1_grt: 29.80 / 6 / resetn / in_b[104]$_SDFFE_PN0P_
4_1_cts: 30.05 / 3 / subtract$_SDFFE_PN0P_ / data_ok
No activity file was given, so power comes from the tool's default toggle rates.
